File: /design/flow/design.v
module divisor_reg(	reg_output,               
					reg_input,               
					load,					 
					clk,                     
					reset);                  
output [7:0] reg_output;
input [7:0] reg_input;
input load;
input clk;
input reset;
reg [7:0] reg_output;
always @(posedge clk or posedge reset) begin
	if (reset) begin
		reg_output = 8'b00000000;		 
	end
	else if (load) begin
		reg_output = reg_input;		 
	end
end
endmodule
File: /design/flow/run.sh
#!/bin/bash
# OpenROAD 26Q1-2900-gdf79404cd8, Yosys 0.63+post, stock flow scripts
make -C /OpenROAD-flow-scripts/flow DESIGN_CONFIG=/design/flow/config.mk WORK_HOME=/design/flow/orfs finish
File: /design/flow/config.mk
export PLATFORM = sky130hd
export DESIGN_NAME = divisor_reg
export DESIGN_NICKNAME = divisor_reg
export VERILOG_FILES = /design/flow/design.v
export SDC_FILE = /design/flow/constraint.sdc
export NUM_CORES = 4
export LEC_CHECK = 1
export CORE_AREA = 10 10 70 70
export DIE_AREA = 0 0 80 80
File: /design/flow/constraint.sdc
current_design divisor_reg

set clk_period 1.5
set clk_io_pct 0.2

create_clock -name clk0 -period $clk_period [get_ports {clk}]

set non_clock_inputs [all_inputs -no_clocks]
set_input_delay [expr $clk_period * $clk_io_pct] -clock clk0 $non_clock_inputs
set_output_delay [expr $clk_period * $clk_io_pct] -clock clk0 [all_outputs]
==> run notes <==
• **run status** complete, no violations
• **startpoint types** register
• **number of buffers added on ports** 18
• **count of nets left with antenna violations after detail routing** 0
• **Reg2Reg Depth** 1
• **yosys cell count** 18
• **CP max-delay cell** clkdlybuf4s50_1
• **die area** 6400 µm²
• **area reported by Yosys stat** 335 µm²
• **Max Root-Sink Buffers** 2
• **final critical-path share of the clock period** 91.5%
• **TritonCTS Sinks** 8
• **post-placement worst setup slack** 0.124 ns
• **R2R setup slack** 0.73 ns
• **Placed Area** 582 µm²
• **drt pass-1 iters** 2
• **CP required** 1.20 ns
• **die extent in x** 80 µm
• **Yosys warning total** 1
• **Internal Power** 0.423 mW
• **post-layout minimum cycle time** 1.37 ns
• **pre-placement core utilization** 9.82%
• **end of the worst register-to-register path** reg_output[4]
• **H-tree lvl count** 1
• **filler instances** 384
• **Max-slew headroom** 80.3%
• **share of the synthesized area in the top cell type** 59.7%
• **worst stage delay on the critical path** 0.47 ns
• **ranking of synthesized cells by area** dfrtp_1 (60%), mux2_4 (36%), buf_6 (3.4%)
• **Syn Area/Cell** 18.6 µm²
• **leakage component of the power** 0.258 nW
• **peak-usage layer in the global routing report** met2
• **wire length of the first global-routing pass** 1390 µm
• **Routed WL per cell** 10.1 µm
• **met1 Track Usage GR** 3.18%
• **Largest register FFs** 8
• **endpoint class of the critical path** output port
• **CTS tree** done
• **vias per inst** 2.52
• **maximum clock frequency** 728 MHz
• **Inserted Diodes** 0
• **Mapped Area** 335 µm²
• **fraction of layout cells with a size suffix above 1** 30.8%
• **global placer's final weighted congestion** 0.723
• **clock latency of the later-clocked register in the worst-skew pair** 0.24 ns
• **library cells used by synthesis** 4
• **Max VDD drop** 0.133 mV
• **count of instances resized after the clock tree is built** 0
• **met2 capacity usage during global routing** 4.57%
• **Die Y-Extent** 80 µm
• **largest delay contributor family on the critical path** buffers and inverters
• **transition time at the pin with the least slew margin** 0.295 ns
• **path length in cells of the critical path** 1
• **area growth from synthesis to final layout** 80.2%
• **Total Routed Length** 859 µm
• **Initial DRC Count** 10
• **buffer type at the clock tree root** clkbuf_4
• **number of global-route vias before repair** 255
• **combinational group share of total power** 22.3%
• **worst setup slack after layout** 0.127 ns
• **Clock Power Share** 29.4%
• **number of antenna violations at the first check in global routing** 0
• **most common cell after layout, fill and taps aside** clkdlybuf4s50_1
• **Mapped Cells** 18
• **setup clock skew after layout** 0 ns
• **number of post-CTS setup repair buffers** 0
• **number of register bits inferred by synthesis** 8
• **top fanout value on the critical path** 2
• **combinational gate area** 120 µm²
• **unrepaired setup endpoints after global routing** no
• **critical-path cell list** clkdlybuf4s50_1
• **CP bufs+invs** 1
• **switching power of the nets** 0.0970 mW
• **max-slew violation count** 0
• **critical register-to-register path startpoint** reg_output[4]
• **global-route met3 utilization** 0.795%
• **routed via count** 214
• **number of logged tool warnings** 25
• **worst min-delay path category** input port to asynchronous set/reset pin
• **worst path arrival time** 1.07 ns
• **final hold vios** 0
• **cell type with the largest total area after synthesis** dfrtp_1
• **placeable core area** 3420 µm²
• **Placed Cells** 82
• **fraction of the yosys area taken by sequential cells** 59.7%
• **post-layout instance area** 604 µm²
• **highest-count cells in the layout ignoring fill and taps** clkdlybuf4s50_1 (18), mux2_4 (8), dfrtp_1 (8), clkbuf_4 (3)
• **Remaining DRCs** 0
• **GR Overflow Total** 0
• **I/O pin total** 19
• **sequential cell area in the final layout** 200 µm²
• **# hold bufs at CTS** 0
• **final standard cell count with taps included and fillers excluded** 85
• **total clock buffers created by CTS** 3
• **power density cells** 860 nW/µm²
• **clock slew at the register clock pins of the worst setup and hold paths** 0.05 ns
• **Total Negative Setup Slacks** 0 ns
• **fraction of power spent switching nets** 18.7%
• **FP Rows** 21
• **kind of critical path** register to output port
• **reported max-cap violation count** 0
• **sequential power share** 48.3%
• **Setup Viol. Count Final** 0
• **maximum number of pins on one net before global-route repair** 9
• **GR Util All Layers** 2.77%
## cell usage after synthesis, drive strengths merged
master	n
inv	1
dfrtp	8
buf	1
mux2	8
## metrics by stage
| stage | util [%] | total power [mW] | hold WS [ns] |
|---|---|---|---|
| floorplan | - | 0.291 | 0.116 |
| global placement | 17.0 | 0.372 | 0.503 |
| detailed placement | 17.0 | 0.373 | 0.504 |
| CTS | 17.7 | 0.529 | 0.314 |
| global route | 17.7 | 0.552 | 0.367 |
| finish | 17.7 | 0.520 | 0.306 |
## worst max-delay path by stage
stage                         start  slack [ns]       endpoint
after CTS             reg_output[3]        0.11  reg_output[3]
after global routing  reg_output[6]        0.06  reg_output[6]
final                 reg_output[4]        0.13  reg_output[4]
## cell families (layout without fill, tap and decap cells)
kind of cell / count (synthesis) / after routing / synth area share (%)
muxes: 8 / 8 / 35.8
DFF: 8 / 8 / 59.7
buffers and inverters: 2 / 23 / 4.48
## power by group through the flow
stage                 combinational [mW]  clock [mW]  sequential (mW)
final                              0.116       0.153            0.251
after global routing               0.124       0.173            0.255
after CTS                          0.119       0.158            0.252
## routing by layer
metal | share of wire, % | vias up
met3 | 9.4 | 2
li1 | - | 104
met2 | 49 | 9
met4 | 4.8 | 0
met1 | 37 | 99
met5 | 0 | -
## area by class of cell
type | count | area share [%]
tap | 46 | 9.52
inverter | 1 | 0.621
multi-input combinational | 8 | 19.9
timing repair buffer | 19 | 33.1
clock buffer | 3 | 3.73
sequential | 8 | 33.1
No activity file was given, so power comes from the tool's default toggle rates.
