--- flow/config.mk ---
export PLATFORM = sky130hd
export DESIGN_NAME = controller
export DESIGN_NICKNAME = controller
export VERILOG_FILES = /design/flow/design.v
export SDC_FILE = /design/flow/constraint.sdc
export NUM_CORES = 4
export LEC_CHECK = 1
export CORE_AREA = 10 10 70 70
export DIE_AREA = 0 0 80 80
--- flow/constraint.sdc ---
current_design controller

set clk_period 2.1
set clk_io_pct 0.2

create_clock -name clk0 -period $clk_period [get_ports {clk}]

set non_clock_inputs [all_inputs -no_clocks]
set_input_delay [expr $clk_period * $clk_io_pct] -clock clk0 $non_clock_inputs
set_output_delay [expr $clk_period * $clk_io_pct] -clock clk0 [all_outputs]
--- flow/design.v ---
module controller(	load,		 
					add,		 
					shift,		 
					inbit,		 
					sel,		 
					valid,		 
					start,		 
					sign, 		 
					clk,		 
					reset);		 
output load;
output add;
output shift;
output inbit;
output [1:0] sel;
output valid;   
input start;
input sign;
input clk;
input reset;
reg [1:0] curr_state;
reg [1:0] next_state;
reg [4:0] rep_counter;
reg load;
reg add;
reg shift;
reg inbit;
reg [1:0] sel;
reg valid;
always @(posedge clk or posedge reset) 
begin
	if (reset == 1'b1) begin
		curr_state = 2'b00;
	end
	else begin
		curr_state = next_state;
	end
end
always @(curr_state or start) begin
	if(start) begin
		next_state = 2'b00;
	end
	else begin
		case (curr_state)
			2'b01:	begin
				if (sign) begin
					next_state = 2'b10;
				end
				else begin
					next_state = 2'b11;
				end
			end
			2'b10: begin 
				next_state = 2'b01;
			end
			2'b11: begin 
				next_state = 2'b01;
			end
			2'b00: begin 
				next_state = 2'b01;
			end	
		endcase
	end
end
always @(curr_state) begin
	case (curr_state)
		3'b00: begin
			load <= 1'b1;	 
			add <= 1'bz;	 
			shift <= 1'b1;	 
			inbit <= 1'b0;	 
			sel <= 2'b10;	 
			valid <= 1'b0;	 
			rep_counter = 0;	 
		end
		3'b01: begin 
			load <= 1'b0;	 
			add <= 1'b0;	 
			shift <= 1'b0;	 
			inbit <= 1'bz;	 
			sel <= 2'b01;	 
			valid <= 1'b0;	 
			rep_counter = rep_counter + 1;	 
		end	
		3'b10: begin
			load <= 1'b0;	 
			add <= 1'b1;	 
			shift <= 1'b1;	 
			inbit <= 1'b0;	 
			sel <= 2'b01;	 
			if (rep_counter == 8) begin
				valid <= 1'b1;	 
				rep_counter = 0;	 
			end
			else begin
				valid <= 1'b0;	 
			end
		end	
		3'b11: begin
			load <= 1'b0;	 
			add <= 1'bz;	 
			shift <= 1'b1;	 
			inbit <= 1'b1;	 
			sel <= 2'b11;	 
			if (rep_counter == 8) begin
				valid <= 1'b1;	 
				rep_counter = 0;	 
			end
			else begin
				valid <= 1'b0;	 
			end
		end	
	endcase
end
endmodule
--- flow/run.sh ---
#!/bin/bash
# OpenROAD 26Q1-2900-gdf79404cd8, Yosys 0.63+post, stock flow scripts
make -C /OpenROAD-flow-scripts/flow DESIGN_CONFIG=/design/flow/config.mk WORK_HOME=/design/flow/orfs finish
==> flow_summary_export.csv <==
group,metric,value,unit
global_route,track_usage,0.0272,
global_route,grt_pass1_wl,1.45,mm
worst_setup_path,crit_slowest_cell,"clkdlybuf4s50_1",
worst_setup_path,end_kind,"output pin",
clock_network,ctsHtreeMaxLevel,1,
floorplanning,die_w,80,um
floorplanning,die-area,0.00640,mm2
layout,area_growth,51.8,%
drt,antenna_left,0,
synthesis,syn_inst,38,
worst_setup_path,r2r_slack,1.01,ns
run_status,status,"finished clean",
timing,fin_crit_sh,0.949,
drt,avgViaCountPerCell,3.08,
synthesis,ys_area,379,um2
clock_network,clkLatencyLatePin,0.24,ns
clock_network,clock_path_buffers,2,
synthesis,yosysCellCount,38,
placed_design,hpwl,640,um
timing,unclocked_regs,5,
floorplanning,rows,21,
clock_network,cts.clk_slew.worst_paths,0.04,ns
clock_network,cts_made_buffers,3,
worst_setup_path,r2r-start,"curr_state[3]$_DFF_PP0_",
synthesis,syn_area_per_cell,9.98,um2
timing,setup_viol_count_final,0,
worst_setup_path,reg2reg_to,"curr_state[2]$_DFF_PP0_",
worst_setup_path,crit_fanout,5,
global_route,overflow,0,
timing,rsz0062_at_grt,"false",
floorplanning,fp_util,0.111,
floorplanning,pin_count,11,
clock_network,cts_tree,"done",
global_route,antenna_found_initial,0,
worst_setup_path,critPathRequiredTime,1.68,ns
timing,slew_violations,0,
job,warning_count,26,
drt,n_antenna_cell,0,
worst_setup_path,slowest_delay,0.45,ns
drt,wire_per_inst,8.43,um
timing,untimed_endpoints,5,
timing,fin_skew,0.000601,ns
global_route,grt_pass1_vias,340,
power,power_density,422,mW/mm2
timing,tns,0,ns
power,leakagePower,0.259,nW
power,power,243,uW
power,ir_worst_vdd,0.195,mV
timing,relSlewSlack,0.824,
floorplanning,core,0.00342,mm2
clock_network,clock-root-buffer,"clkbuf_4",
worst_setup_path,arrival,1.57,ns
timing,max_freq,0.502,GHz
timing,tightest_slew,0.263,ns
layout,drive_above_1_share,0.189,
worst_setup_path,rr_worst_depth,2,
timing,fin_crit,1.99,ns
placed_design,routabilityCongestion,0.784,
worst_setup_path,crit_path_cell_trace,"or3_1 > inv_1 > clkdlybuf4s50_1",
synthesis,ys.flops,9,
drt,drtIter0Drc,11,
hold_path,hold_path.class,"in2async",
global_route,grt_max_degree,12,
worst_setup_path,crit_path_start_kind,"flip-flop",
timing,whs,0.359,ns
job,maxCapViolCount,0,
drt,drc,0,
floorplanning,chipHeight,80,um
synthesis,syn_area,379,um2
clock_network,cts_hold_buf,0,
drt,vias,305,
timing,finalHoldViolations,0,
drt,drt_first_pass_iters,2,
drt,drt_wl_total,835,um
synthesis,yosys.cell_types.count,21,
synthesis,ys_warn_count,14,
placed_design,port-buffer-count,10,
worst_setup_path,critical_path_class,"reg2out",
[final cells by class]
cell class	instances	area (um2)
multi-input cells	24	184
fillers	392	2840
well taps	46	57.6
clock buffers	4	26.3
repair buffers	12	115
flip-flops and latches	9	178
inverters	4	15.0
[report_power, final]
| group | switching, mW | internal, mW |
|---|---|---|
| combinational | 0.0142 | 0.0299 |
| clock | 0.0364 | 0.0716 |
| sequential | 0.00432 | 0.0866 |
[cells by family (layout without fill, tap and decap cells)]
group	count (synthesis)	count (layout)	share of synthesized area
compound gates	1	1	0.0198
xor+xnor	1	1	0.0231
fa+ha+maj	2	2	0.0660
buf+inv	5	20	0.0495
flops	4	4	0.267
latches	5	5	0.198
mux	2	2	0.0528
simple gates	18	18	0.323
[registers in the layout, summed over array words and instances (netlist names)]
name         cells
rep_counter      5
curr_state       4
[how the worst max path moves through the flow]
stage | slack [ns] | cells past startpoint | to | start
global route | 0.04 | 3 | load | curr_state[3]$_DFF_PP0_
CTS | 0.01 | 3 | load | curr_state[2]$_DFF_PP0_
finish | 0.11 | 3 | load | curr_state[3]$_DFF_PP0_
[per-layer routing]
layer	track usage	vias to the layer above	part of all wire
met2	0.0337	11	0.34
met5	0	-	0
met4	0.00528	0	0.0048
li1	-	154	-
met1	0.0358	138	0.50
met3	0.0216	2	0.15
[repair_timing]
action | CTS | global route
buffers inserted | 0 | 2
hold endpoints to repair | 0 | 0
resized | 0 | 1
setup endpoints to repair | 0 | 1
[cells in the final DEF (no fill, tap or decap), drive strengths merged]
master / synthesis / layout
and2: 2 / 2
and3b: 1 / 1
and4bb: 1 / 1
buf: 0 / 2
clkbuf: 1 / 4
clkdlybuf4s50: 0 / 10
dfrtp: 3 / 3
dfstp: 1 / 1
dlxtn: 5 / 5
ha: 2 / 2
inv: 4 / 4
mux2i: 2 / 2
nand2: 2 / 2
nand2b: 2 / 2
nand3: 2 / 2
nor2: 2 / 2
nor2b: 3 / 3
nor3b: 1 / 1
o21bai: 1 / 1
or3: 2 / 2
xor2: 1 / 1
[cell usage after synthesis]
cell | instances | area [um2]
clkbuf_1 | 1 | 3.75
o21bai_1 | 1 | 7.51
and3b_1 | 1 | 8.76
dfstp_2 | 1 | 26.3
nor3b_1 | 1 | 7.51
or3_1 | 1 | 6.26
dfrtp_1 | 3 | 75.1
nand3_1 | 2 | 10.0
nand2_1 | 2 | 7.51
nor2b_1 | 2 | 12.5
or3_4 | 1 | 11.3
xor2_1 | 1 | 8.76
nand2b_1 | 2 | 12.5
inv_1 | 4 | 15.0
and2_1 | 2 | 12.5
mux2i_1 | 2 | 20.0
dlxtn_1 | 5 | 75.1
nor2b_4 | 1 | 13.8
nor2_1 | 2 | 7.51
ha_1 | 2 | 25.0
and4bb_2 | 1 | 12.5
[through the flow]
| stage | setup slack [ns] | util | instance area (um2) | cells |
|---|---|---|---|---|
| 2_1_floorplan | 0.942 | - | 379 | 38 |
| 3_3_place_gp | 0.293 | 0.156 | 533 | 93 |
| 3_5_place_dp | 0.276 | 0.156 | 533 | 93 |
| 4_1_cts | 0.0147 | 0.164 | 559 | 97 |
| 5_1_grt | 0.0364 | 0.168 | 576 | 99 |
| 6_report | 0.107 | 0.168 | 576 | 99 |
[worst max-delay path, delay by kind of cell (launching register included)]
kind / cells / cell delay (ns)
buffers and inverters: 2 / 0.51
and+or+nand+nor: 1 / 0.39
DFF: 1 / 0.43
No activity file was given, so power comes from the tool's default toggle rates.
